==> flow/design.v <==
module divider(
input clk,
input rst,
output reg clk_div
);
  reg [25:0] cnt;
always@(posedge clk or posedge rst) begin
	if (rst) begin
	  cnt <= 26'd0;
	  clk_div <= 'b0;
	end
	else begin
	  if (cnt == 62500000 - 1) cnt <= 26'd0;
	  else cnt <= cnt + 1;
	  if (cnt < 31250000 - 1) clk_div <= 'b0;
	  else clk_div <= 'b1;
	end
end
endmodule
module counter(out, clk, rst, in);
	input clk;
	input rst; 
	input [1:0] in;
	output reg [3:0]out;
	reg [3:0]next_out;
	reg [2:0]state;
	reg [2:0]next_state;
  reg overflow;
always@(posedge clk or posedge rst)
begin
    if(rst == 1) state = 3;
    else
    begin
      state = next_state;
      case(state)
      0:  next_out = out;
      1:
      begin
        if(out + in > 15)
        begin
         next_out = 15;
         overflow = 1;
        end
        else
        begin
          next_out = out + in;
          overflow = 0;
        end
      end
      2:
      begin
        if(in > out)
        begin
          overflow = 1;
          next_out = 0;
        end
        else
        begin
         next_out = out - in;
         overflow = 0;
        end
      end
      default:  next_out = 0;
      endcase
    end
end
always@(*)
begin
    case(state)
     0:begin
        if(next_out == 0)    next_state = 1;
        else if(next_out == 15)    next_state = 2;
        else next_state = 0;
       end
     1:begin
        if(next_out == 15 && overflow == 0)  next_state = 0;
        else if (next_out == 15 && overflow == 1)  next_state = 2;
        else next_state = 1;
       end
     2:begin
        if(next_out == 0 && overflow == 0) next_state = 0;
        else if(next_out == 0 && overflow == 1)  next_state = 1;
        else next_state = 2;
       end
     3:begin
        next_state = 1;
       end
     endcase
end
always@(*)
begin
  if(state == 3)  out = 0;
  else out = next_out;
end
endmodule
module top(
    input   clk   ,
    input   rst   ,
    input   [1:0] sw  ,
    output  [3:0] led
    );
    wire    clk_div ;
    counter counter_1(
    .clk    (clk_div),
    .rst    (rst),
    .in     (sw),
    .out    (led)
    );
    divider div_0(
    .clk    (clk),
    .rst    (rst),
    .clk_div    (clk_div)
    );
endmodule
==> flow/run.sh <==
#!/bin/bash
# OpenROAD 26Q1-2900-gdf79404cd8, Yosys 0.63+post, stock flow scripts
make -C /OpenROAD-flow-scripts/flow DESIGN_CONFIG=/design/flow/config.mk WORK_HOME=/design/flow/orfs finish
==> flow/config.mk <==
export PLATFORM = sky130hd
export DESIGN_NAME = top
export DESIGN_NICKNAME = top
export VERILOG_FILES = /design/flow/design.v
export SDC_FILE = /design/flow/constraint.sdc
export NUM_CORES = 4
export LEC_CHECK = 1
export CORE_UTILIZATION = 40
==> flow/constraint.sdc <==
current_design top

set clk_period 3.9
set clk_io_pct 0.2

create_clock -name clk0 -period $clk_period [get_ports {clk}]

set non_clock_inputs [all_inputs -no_clocks]
set_input_delay [expr $clk_period * $clk_io_pct] -clock clk0 $non_clock_inputs
set_output_delay [expr $clk_period * $clk_io_pct] -clock clk0 [all_outputs]
==> impl_results.html <==
<p>Metrics extracted from the flow reports.</p>
<table>
<tr><th>Metric</th><th>Value</th></tr>
<tr><th colspan="2">Power and ir drop</th></tr>
<tr><td>Peak supply drop</td><td>0.155 mV</td></tr>
<tr><td>Leak</td><td>approximately 0.0009 µW</td></tr>
<tr><td>Power density relative to cell area</td><td>~200 nW/µm²</td></tr>
<tr><th colspan="2">Setup path</th></tr>
<tr><td>Critical path data arrival time</td><td>2320 ps</td></tr>
<tr><td>Cell with the largest stage delay on the worst path</td><td>or4_4</td></tr>
<tr><td>Category of the most critical setup path</td><td>flop to flop</td></tr>
<tr><td>Type of element capturing the critical path</td><td>flop</td></tr>
<tr><td>Required time worst endpoint</td><td>~4100 ps</td></tr>
<tr><td>R2R Path Start</td><td>div_0.cnt[0]</td></tr>
<tr><td>Worst r2r dst</td><td>div_0.cnt[24]</td></tr>
<tr><td>Kind of start point of the critical path</td><td>flop</td></tr>
<tr><td>Top delay family on crit path</td><td>simple AND/OR/NAND/NOR gates</td></tr>
<tr><td>Cell-by-cell trace of the critical path</td><td>ha_1 -&gt; nand4_1 -&gt; or3_1 -&gt; or4_4 -&gt; a21oi_2</td></tr>
<tr><td>Maximum net fanout on the critical path</td><td>8</td></tr>
<tr><td>Number of buffers and inverters on the critical path</td><td>0</td></tr>
<tr><td>Number of cells on the worst reg-to-reg path</td><td>5</td></tr>
<tr><td>Crit-path max cell delay</td><td>between 500 and 600 ps</td></tr>
<tr><td>FF-to-FF setup slack</td><td>approximately 1800 ps</td></tr>
<tr><th colspan="2">CTS</th></tr>
<tr><td>Skew-Pair Late Insertion Delay</td><td>between 200 and 300 ps</td></tr>
<tr><td>Cell chosen for the clock root</td><td>clkbuf_8</td></tr>
<tr><td>Clock Pin Slew Worst Setup and Hold Paths</td><td>90 ps</td></tr>
<tr><td>CTS Hold Buffers Added</td><td>0</td></tr>
<tr><td>Maximum buffer depth of the clock tree</td><td>2</td></tr>
<tr><td>Number of gates resized after CTS</td><td>0</td></tr>
<tr><td>Maximum level of the CTS H-tree</td><td>1</td></tr>
<tr><td>Number of buffers created by CTS</td><td>3</td></tr>
<tr><td>CTS tree</td><td>done</td></tr>
<tr><td>Number of buffers inserted to repair setup after CTS</td><td>0</td></tr>
<tr><th colspan="2">Synthesis</th></tr>
<tr><td>Synthesized chip area reported by yosys</td><td>between 2000 and 2500 µm²</td></tr>
<tr><td>Post-synth ARST share</td><td>0.806</td></tr>
<tr><td>Post-synth EDFFs</td><td>5</td></tr>
<tr><td>Warning count from the yosys run</td><td>2</td></tr>
<tr><td>Dominant Register Cell</td><td>dfrtp_1</td></tr>
<tr><td>Registers, synthesis</td><td>36</td></tr>
<tr><td>Yosys cell count</td><td>211</td></tr>
<tr><td>Synth cell types</td><td>51</td></tr>
<tr><td>Cells after synthesis</td><td>roughly 210</td></tr>
<tr><td>Total standard cell area after synthesis</td><td>approximately 2100 µm²</td></tr>
<tr><td>Post-Syn Area per Cell</td><td>slightly below 10 µm²</td></tr>
<tr><th colspan="2">Floorplan</th></tr>
<tr><td>Row Count</td><td>25</td></tr>
<tr><td>Number of primary I/O pins</td><td>8</td></tr>
<tr><td>Horizontal die dimension</td><td>approximately 74 µm</td></tr>
<tr><td>Die Y-Extent</td><td>around 74 µm</td></tr>
<tr><td>Pre-placement core utilization</td><td>0.429</td></tr>
<tr><td>Die outline area</td><td>5530 µm²</td></tr>
<tr><td>Core outline area</td><td>between 4000 and 5000 µm²</td></tr>
<tr><th colspan="2">Place</th></tr>
<tr><td>GPL Wtd Cong</td><td>0.895</td></tr>
<tr><td>I/O Buffers</td><td>7</td></tr>
<tr><td>Number of cells in the design after placement</td><td>approximately 280</td></tr>
<tr><td>Detailed placement HPWL</td><td>2820 µm</td></tr>
<tr><th colspan="2">Finish</th></tr>
<tr><td>Layout-stage area growth over the synthesis result</td><td>8.66%</td></tr>
<tr><td>Post-route core utilization</td><td>0.467</td></tr>
<tr><td>Final non-filler cell total</td><td>between 200 and 300</td></tr>
<tr><td>Share of post-route cells with drive strength above 1</td><td>0.0685</td></tr>
<tr><th colspan="2">Flow run</th></tr>
<tr><td>Number of warnings in the stage logs</td><td>30</td></tr>
<tr><td>Max_cap viols</td><td>0</td></tr>
<tr><th colspan="2">Run status</th></tr>
<tr><td>Status</td><td>finished clean</td></tr>
<tr><th colspan="2">Detailed routing</th></tr>
<tr><td>Iteration count of the initial detailed-routing pass</td><td>4</td></tr>
<tr><td>Total routed wire length on the met1 layer</td><td>about 2000 µm</td></tr>
<tr><td>Number of DRC markers in iteration 0</td><td>85</td></tr>
<tr><td>DR top layer</td><td>met4</td></tr>
<tr><td>DR WL/cell</td><td>~13 µm</td></tr>
<tr><td>Count of antenna-violating nets left after detailed routing</td><td>0</td></tr>
<tr><td>Number of vias per cell</td><td>about 5.5</td></tr>
<tr><td>Number of antenna repair diodes</td><td>0</td></tr>
<tr><td>Length of routed met2 wiring</td><td>1770 µm</td></tr>
<tr><td>Total DRC errors in the routed layout</td><td>0</td></tr>
<tr><td>Final Routed Wirelength</td><td>a little under 4000 µm</td></tr>
<tr><td>Met3 wire length</td><td>slightly below 100 µm</td></tr>
<tr><td>Overall via count from detail_route</td><td>1,575</td></tr>
<tr><th colspan="2">Timing</th></tr>
<tr><td>Clock tree skew after final layout</td><td>between 4 and 5 ps</td></tr>
<tr><td>Final setup violating endpoints</td><td>0</td></tr>
<tr><td>Shortest period the worst path allows</td><td>around 2100 ps</td></tr>
<tr><td>RSZ-0062 raised after global routing</td><td>false</td></tr>
<tr><td>Top achievable clock speed</td><td>between 400 and 500 MHz</td></tr>
<tr><td>Final total negative setup slack</td><td>0 ps</td></tr>
<tr><td>Number of register pins that no clock reaches</td><td>9</td></tr>
<tr><td>Number of unconstrained endpoints</td><td>18</td></tr>
<tr><td>Final-report max-slew violation count</td><td>0</td></tr>
<tr><td>Part of the cycle the worst path needs</td><td>0.544</td></tr>
<tr><td>Slew Limit Headroom</td><td>0.541</td></tr>
<tr><td>Slew at the pin closest to its max-slew limit</td><td>between 600 and 700 ps</td></tr>
<tr><td>Total count of hold-check failures in the final report</td><td>0</td></tr>
<tr><th colspan="2">GRT</th></tr>
<tr><td>Antenna violations before repair</td><td>0</td></tr>
<tr><td>Maximum number of pins on one net before global-route repair</td><td>34</td></tr>
<tr><td>Via count of the first global-routing pass</td><td>about 1,500</td></tr>
<tr><td>GRT Residual Overflow</td><td>0</td></tr>
<tr><td>Global-route wire length before repair</td><td>approximately 6900 µm</td></tr>
<tr><td>Total global routing track utilization</td><td>0.165</td></tr>
<tr><th colspan="2">Hold path</th></tr>
<tr><td>Startpoint of the worst hold path</td><td>div_0.cnt[0]</td></tr>
<tr><td>Worst min-delay path category</td><td>flop to flop</td></tr>
<tr><td>Cells on Worst Hold Path</td><td>1</td></tr>
<tr><td>Endpoint of the worst hold path</td><td>div_0.cnt[0]</td></tr>
</table>
==> worst max path at each step <==
stage / from / end / slack (ps) / cells after the start
global route: div_0.cnt[12] / div_0.cnt[15] / 1640 / 4
finish: div_0.cnt[0] / div_0.cnt[24] / 1780 / 5
CTS: div_0.cnt[0] / div_0.cnt[24] / 1790 / 5
==> cell type report <==
class / count / area [µm²]
fillers: 484 / 2600
multi-input cells: 161 / 1120
flip-flops and latches: 36 / 908
well taps: 67 / 83.8
repair buffers: 8 / 77.6
clock buffers: 4 / 45.0
inverters: 10 / 37.5
==> placed cells by master, fill, tap and decap left out, types with 2 or more instances in the layout <==
cell             synthesis  layout
dfrtp_1                 27      27
nand2_1                 17      17
nor2_1                  16      16
a21oi_1                 12      12
inv_1                   10      10
xnor2_1                 10      10
o21ai_0                  9       9
ha_1                     9       9
nand3_1                  8       8
clkdlybuf4s50_1          0       7
or4_1                    6       6
xor2_1                   6       6
and2_1                   5       5
nand4_1                  5       5
o31ai_1                  5       5
nor3_1                   5       5
edfxtp_1                 5       5
and4_1                   4       4
or3_1                    4       4
nor4b_1                  3       3
nor2b_1                  3       3
clkbuf_8                 0       3
o21a_1                   2       2
or4_4                    2       2
nand3b_1                 2       2
o2111ai_1                2       2
nand4b_1                 2       2
a31oi_1                  2       2
fa_1                     2       2
dlxtn_1                  2       2
conb_1                   1       2
dfstp_2                  2       2
==> metal layers <==
layer,vias up,GRT usage
met1,764,0.262
met4,0,0.0168
met3,2,0.0206
met5,-,0
met2,20,0.261
li1,789,-
==> power by group <==
group	internal [µW]	leakage, µW	switching, µW
Clock	73.1	0.0000228	82.2
Sequential	281	0.000453	0
Combinational	6.58	0.000437	11.5
==> worst reg2reg max path, stage by stage, from the launching register on <==
cell,delay [ps]
dfrtp_1,390
ha_1,280
nand4_1,170
or3_1,520
or4_4,560
a21oi_2,130
==> metrics by stage <==
stage | setup slack (ps) | cell area, µm² | total power (µW) | hold slack [ps]
3_3_place_gp | 1820 | 2230 | 306 | 473
6_report | 1780 | 2280 | 455 | 489
5_1_grt | 1640 | 2280 | 474 | 499
2_1_floorplan | 1960 | 2100 | 298 | 455
4_1_cts | 1790 | 2280 | 462 | 493
3_5_place_dp | 1800 | 2230 | 306 | 481
==> cells by family (layout without fill, tap and decap cells) <==
kind of cell,after synthesis,count (layout),share of synthesized area
fa+ha+maj,11,11,0.0728
simple gates,89,89,0.259
latches,2,2,0.0143
other cells,1,2,0.00179
compound gates,43,43,0.134
flops,34,34,0.419
buf+inv,15,22,0.0316
xor+xnor,16,16,0.0669
==> registers in the layout (all words and copies together), names as in the netlist <==
signal	cells
counter_1.next_out	4
counter_1.next_state	2
counter_1.overflow	1
counter_1.state	2
div_0.clk_div	1
div_0.cnt	26
==> synth_stat cells, types with 3 or more instances <==
master,count,area [µm²]
nand3_1,8,40.0
or3_1,4,25.0
edfxtp_1,5,150
o21ai_0,9,45.0
and2_1,5,31.3
dfrtp_1,27,676
ha_1,9,113
and4_1,4,35.0
xnor2_1,10,87.6
nor3_1,5,25.0
nor2_1,16,60.1
inv_1,10,37.5
xor2_1,6,52.6
nand2_1,17,63.8
nor4b_1,3,26.3
o31ai_1,5,37.5
nand4_1,5,31.3
nor2b_1,3,18.8
or4_1,6,45.0
a21oi_1,12,60.1
Power and IR drop assume default switching activity.
